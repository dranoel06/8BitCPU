`flow/config.mk`:
```
export PLATFORM = sky130hd
export DESIGN_NAME = top
export DESIGN_NICKNAME = top
export VERILOG_FILES = /design/flow/design.v
export SDC_FILE = /design/flow/constraint.sdc
export NUM_CORES = 4
export LEC_CHECK = 1
export CORE_UTILIZATION = 50
```
`flow/constraint.sdc`:
```
current_design top

set clk_period 5.2
set clk_io_pct 0.2

create_clock -name clk0 -period $clk_period [get_ports {clk}]

set non_clock_inputs [all_inputs -no_clocks]
set_input_delay [expr $clk_period * $clk_io_pct] -clock clk0 $non_clock_inputs
set_output_delay [expr $clk_period * $clk_io_pct] -clock clk0 [all_outputs]
```
`flow/design.v`:
```
module PushButton_Debouncer(
    input clk,
    input PB,   
    output reg PB_state,   
);
reg PB_sync_0;  always @(posedge clk) PB_sync_0 <= ~PB;   
reg PB_sync_1;  always @(posedge clk) PB_sync_1 <= PB_sync_0;
reg [15:0] PB_cnt;
wire PB_idle = (PB_state==PB_sync_1);
wire PB_cnt_max = &PB_cnt;	 
always @(posedge clk)
if(PB_idle)
    PB_cnt <= 0;   
else
begin
    PB_cnt <= PB_cnt + 16'd1;   
    if(PB_cnt_max) PB_state <= ~PB_state;   
end
assign PB_down = ~PB_idle & PB_cnt_max & ~PB_state;
assign PB_up   = ~PB_idle & PB_cnt_max &  PB_state;
endmodule
module cpu(input clk, button, output reg[7:0] output_register, output reg[7:0] bus_viewer);
parameter CLOCK_SPEED = 300000;  
parameter LDA = 4'b0001;
parameter ADD = 4'b0010;
parameter OUT = 4'b0011;
parameter JMP = 4'b0100;
parameter STA = 4'b0101;
parameter LDI = 4'b0110;
parameter SUB = 4'b0111;
reg pc_in;
reg pc_out;
reg pc_add;
reg mar_in;
reg ram_in;
reg ram_out;
reg ir_in;
reg ir_out; 
reg a_in;
reg a_imm_in;
reg a_out;
reg b_in;
reg b_out;
reg alu_out;
reg output_in;
reg[3:0] step_limit;
always @(posedge clk) begin
    bus_viewer <= bus;
end
reg[31:0] clk_counter;
reg cpu_clk;
always @(posedge clk) begin
    clk_counter <= clk_counter + 1;
    if (clk_counter > CLOCK_SPEED)  begin       
        clk_counter <= 0;
    end
    cpu_clk <= (clk_counter < CLOCK_SPEED/2) ? 1 : 0;
end
reg[5:0] step;
always @(posedge cpu_clk) begin  
    step <= step + 1;
    if (step > step_limit) begin
        step <= 1;   
    end
    else if (step > 7) begin
        step <= 1;
    end
end
wire[7:0] bus;
assign bus = 
    pc_out ? pc :
    ram_out ? ram[mar] :
    ir_out ? ir[3:0] : 
    a_out ? a_reg :
    b_out ? b_reg :
    alu_out ? alu :
    8'b0;
reg[7:0] pc;
always @(posedge cpu_clk) begin
    if (pc_add) begin
        pc <= pc + 1;
    end
    if (pc_in) begin 
        pc <= {4'b0, bus[3:0]};
    end
end
reg[3:0] mar;
always @(posedge cpu_clk) begin
    if (mar_in) begin
        mar <= bus[3:0];      
    end 
end
reg[7:0] ram[16];
always @(posedge cpu_clk) begin
    if (ram_in) begin
        ram[mar] <= bus;
    end
end
reg[7:0] ir;
always @(posedge cpu_clk) begin
    if (ir_in) begin
        ir <= bus;
    end
end
always @(posedge cpu_clk) begin
    if (output_in) begin
        output_register <= bus;
    end    
end
reg[7:0] a_reg;
always @(posedge cpu_clk) begin
    if (a_in) begin
        a_reg <= bus;
    end
    else if (a_imm_in) begin
        a_reg <= {4'b0, bus[3:0]};
    end
end
reg[7:0] b_reg;
always @(posedge cpu_clk) begin
    if (b_in) begin
        b_reg <= bus;
    end
end
reg[7:0] alu;
reg alu_sub;
reg [1:0] alu_op;
always @(posedge cpu_clk) begin
    if (alu_op == 1) begin
        alu <= a_reg + b_reg;
    end
    else if (alu_op == 2) begin
        alu <= a_reg - b_reg;
    end
    else alu <= a_reg;
end
always @(negedge cpu_clk) begin
    pc_in <= 0;
    pc_out <= 0; 
    pc_add <= 0;
    mar_in <= 0;
    ram_in <= 0;
    ram_out <= 0;
    ir_in <= 0;
    ir_out <= 0;
    a_in <= 0;
    a_imm_in <= 0;
    a_out <= 0;
    b_in <= 0;
    b_out <= 0;
    alu_out <= 0;
    output_in <= 0;
    if (step == 1) begin
        pc_out <= 1;
        mar_in <= 1;
    end
    else if (step == 2) begin
        ram_out <= 1;
        ir_in <= 1;
        pc_add <= 1;
    end  
    else if (ir[7:4] == ADD) begin  
    step_limit <= 6;
        if (step == 3) begin
            ir_out <= 1;
            mar_in <= 1;
        end
        else if (step == 4) begin
            ram_out <= 1;
            b_in <= 1;
        end
        else if (step == 6) begin
            alu_out <= 1;
            alu_op <= 1;
            a_in <= 1;
        end       
    end
    else if (ir[7:4] == SUB) begin  
    step_limit <= 6;
        if (step == 3) begin
            ir_out <= 1;
            mar_in <= 1;
        end
        else if (step == 4) begin
            ram_out <= 1;
            b_in <= 1;
        end
        else if (step == 6) begin
            alu_op <= 2;
            alu_out <= 1;
            a_in <= 1;
        end       
    end
    else if (ir[7:4] == LDA) begin  
    step_limit <= 4;
        if (step == 3) begin
            ir_out <= 1;
            mar_in <= 1;
        end
        else if (step == 4) begin
            ram_out <= 1;
            a_in <= 1;
        end
    end
    else if (ir[7:4] == LDI) begin  
        step_limit <= 3;
        if (step == 3) begin
            ir_out <= 1;
            a_imm_in <= 1;
        end
    end
    else if (ir[7:4] == STA) begin  
    step_limit <= 4;
        if (step == 3) begin
            ir_out <= 1;
            mar_in <= 1;
        end
        else if (step == 4) begin
            a_out <= 1;
            ram_in <= 1;
        end
    end
    else if (ir[7:4] == OUT) begin  
    step_limit <= 3;
        if (step == 3) begin
            a_out <= 1;
            output_in <= 1;
        end
    end
    else if (ir[7:4] == JMP) begin  
    step_limit <= 3;
        if (step == 3) begin
            ir_out <= 1;
            pc_in <= 1;
        end
    end
end
initial begin
ram[0] = {LDI, 4'h1};  
ram[1] = {STA, 4'hD}; 
ram[2] = {LDI, 4'h0}; 
ram[3] = {STA, 4'hE};
ram[4] = {LDA, 4'hD}; 
ram[5] = {ADD, 4'hE};  
ram[6] = {OUT, 4'h0}; 
ram[7] = {STA, 4'hF}; 
ram[8] = {LDA, 4'hD};
ram[9] = {STA, 4'hE}; 
ram[10] = {LDA, 4'hF};  
ram[11] = {STA, 4'hD}; 
ram[12] = {JMP, 4'h4}; 
ram[13] = {8'h01};      
ram[14] = {8'h00};      
end
endmodule
module sevenseg(input clk, input [7:0] number, output [6:0] display, output [3:0] digit_select);
localparam LED_TIMER = 5000;  
reg [18:0] digit_change_counter = 0;
reg [1:0] led_counter = 0;
reg [3:0] digit_extracted;
always @ (posedge clk) begin
    digit_change_counter <= digit_change_counter + 1;
if (digit_change_counter == LED_TIMER) begin
    digit_change_counter <= 0;
    led_counter <= led_counter + 1;
end
if (led_counter == 3) begin
    led_counter <= 0;
end
    case (led_counter)
    2'b00: begin
        digit_select <= 4'b0001;
        digit_extracted <= number / 100 % 10;
    end
    2'b01: begin
        digit_select <= 4'b0010;
        digit_extracted <= number / 10 % 10;
    end
    2'b10: begin
        digit_select <= 4'b0100;
        digit_extracted <= number % 10;
    end
    2'b11: begin
        digit_select <= 4'b0110;
        digit_extracted <= number % 10;
    end
    endcase
    case (digit_extracted)
    0: 
    display <= 7'b0000001;
    1:
    display <= 7'b1001111;
    2: 
    display <= 7'b0010010;
    3:
    display <= 7'b0000110;
    4: 
    display <= 7'b1001100;
    5:
    display <= 7'b0100100;
    6: 
    display <= 7'b0100000;
    7:
    display <= 7'b0001111;
    8: 
    display <= 7'b0000000;
    9:
    display <= 7'b0000100;
    endcase
end
endmodule
module top(input clk, button_in, output [6:0] display, output [3:0] digit_select, output [7:0]  bus_viewer_out);
    wire [7:0] signal;
    wire [7:0] bus_viewer;
    wire button_wire;
    PushButton_Debouncer btn(
        .clk(clk),
        .PB(button_in),
        .PB_state(button_wire)
     );
    cpu cpu0(
        .clk(clk),
        .button(button_wire),
        .output_register(signal),
        .bus_viewer(bus_viewer)
    );
    sevenseg disp(
        .clk(clk),
        .number(signal),
        .display(display),
        .digit_select(digit_select)
    );
    assign bus_viewer_out = bus_viewer;
endmodule
```
`flow/run.sh`:
```
#!/bin/bash
# OpenROAD 26Q1-2900-gdf79404cd8, Yosys 0.63+post, stock flow scripts
make -C /OpenROAD-flow-scripts/flow DESIGN_CONFIG=/design/flow/config.mk WORK_HOME=/design/flow/orfs finish
```
==> impl_metrics.py <==
# Synthesis and PnR figures
metrics = {
    "finish": {
        "largest_register": "cpu0.ram",
        "utilization_pct": 59.9,
        "drive_above_1_share_pct": 22.3,
        "area_growth_pct": 16.8,
        "stdcell_area_sq_um": 16300,
        "fill_cells": 2235,
        "stdcell_count": 1718,
        "reg.largest.list": "cpu0.ram x128, cpu0.clk_counter x32, disp.digit_change_counter x19",
        "largest_reg_flops": 128,
    },
    "power": {
        "p_int_uw": 980,
        "clkPwrFrac_pct": 52.2,
        "pwr-share-comb_pct": 0.2,
        "swShare_pct": 21.6,
        "sequentialPowerShare_pct": 47.6,
        "p_sw_uw": 271,
        "vdd_drop_max_v": 0.000179,
        "p_leak_uw": 0.00613,
        "power.density_nw_per_um2": 76.9,
    },
    "synthesis": {
        "compound_area_share_pct": 11.7,
        "ys_seq_share_pct": 53.6,
        "largest_area_cell": "edfxtp_1",
        "syn_inst": 1209,
        "ys.flop_type": "edfxtp_1",
        "avgSynthCellArea_sq_um": 11.5,
        "topCellsByArea": "edfxtp_1, dfxtp_1, mux4_2",
        "simple_gate_share_pct": 13.6,
        "adder_share_pct": 4.58,
        "synth_cell_types": 92,
        "syn_area_sq_um": 13900,
        "synth_flops": 284,
        "xor_share_pct": 5.02,
        "common_cells": "edfxtp_1, nor2_1, dfxtp_1",
        "top_area_share_pct": 38.4,
        "ys_area_sq_um": 13900,
        "synthArstFlopShare_pct": 0,
        "ys_warn_count": 19,
        "mux_share_pct": 8.28,
        "yosys_cells": 1209,
        "synth.most_common_cell": "edfxtp_1",
        "edf_count": 178,
        "top_logic_kind": "simple AND/OR/NAND/NOR gates",
    },
    "routing": {
        "routed-via-count": 9595,
        "vias_per_cell": 5.58,
        "drc": 0,
        "routed_wl_mm": 29.7,
        "antennaDiodeCount": 0,
        "first_pass_iters": 5,
        "drt_iter0_drc": 424,
        "detail-route-antenna-nets": 0,
        "wl_per_cell_um": 17.3,
    },
    "global_routing": {
        "grt.total_usage_pct": 23.1,
        "gr-total-overflow": 0,
        "grt_antenna_before_repair": 0,
        "grt_pass1_wl_mm": 48.6,
        "grt_max_degree": 101,
        "grt_pass1_vias": 9383,
    },
    "placement": {
        "placed_cell_area_sq_um": 15600,
        "gp_congestion": 0.888,
        "placed_cells": 1686,
        "pre_cts_ws_ns": -1.96,
        "port_buffers": 18,
        "post-dp-hpwl_mm": 21.5,
    },
    "critical_path": {
        "r2r_setup_slack_ns": -1.61,
        "start_kind": "register",
        "reg2reg_to": "disp.digit_extracted[3]$_DFF_P_",
        "reg2reg_depth": 37,
        "critPathMaxStageDelay_ns": 0.42,
        "path_class": "reg2reg",
        "cp.arrival_ns": 7.03,
        "crit_cells": 37,
        "critPathTopFamily": "AND-OR/OR-AND gates",
        "endpoint_kind": "register",
        "crit_path_start": "disp.led_counter[1]$_SDFFE_PP0N_",
        "crit_end": "disp.digit_extracted[3]$_DFF_P_",
        "r2r-start": "disp.led_counter[1]$_SDFFE_PP0N_",
        "crit_path_max_fanout": 4,
        "crit_top_cell": "a21oi_2",
        "required_ns": 5.42,
        "path_buffers": 4,
        "critPathSlowestCell": "or3b_4",
    },
    "flow_run": {
        "warnings": 48,
        "max_cap_viol_count": 0,
    },
    "floorplanning": {
        "die_w_um": 169,
        "fp_util_pct": 51.3,
        "row_count": 60,
        "core_area_sq_um": 27200,
        "die_area_sq_um": 28500,
        "dieHeight_um": 169,
        "io_pins": 21,
    },
    "status": {
        "violations": "setup timing",
        "status": "complete, but fails checks",
    },
    "final_timing": {
        "unclocked_pins": 208,
        "finalSetupViolCount": 4,
        "post-route-period-util_pct": 131,
        "finClkSkew_ns": 0.00882,
        "unconstrained_endpoints": 385,
        "maxSlewViolCount": 0,
        "worst_pin_slew_ns": 0.957,
        "slew_headroom_pct": 36.2,
        "fmax_mhz": 147,
        "hold_viol": 0,
        "fin_ws_ns": -1.61,
        "fin_tns_setup_ns": -4.13,
        "period_minus_slack_ns": 6.81,
        "rsz0062_at_grt": "yes",
    },
    "clocking": {
        "htreeDepth": 3,
        "cts.clk_slew.worst_paths_ns": 0.07,
        "clockRootBuffer": "clkbuf_16",
        "cts_max_path_buffers": 2,
        "cts_made_buffers": 9,
        "cts_tree": "yes",
        "clock_latency_ns": 0.34,
    },
    "min_path": {
        "hold_class": "reg2reg",
    },
}
==> placed cells by master, fill, tap and decap left out, drive strengths merged, types with 6 or more instances in the layout <==
master,count
o22ai,14
conb,16
buf,141
and3,16
mux2,10
a22oi,12
o31ai,6
dfxtp,106
a221oi,7
clkdlybuf4s50,18
nand2,77
a211o,6
nand3,33
or3,9
a21oi,60
o21bai,7
or2,8
o21ai,50
a21o,8
xor2,31
a22o,6
clkbuf,9
nor3,28
nand2b,13
inv,59
nor2,129
ha,47
edfxtp,178
nand4,8
and2,13
mux4,40
xnor2,48
nor4,10
mux2i,14
nor2b,16
o21a,6
a31oi,7
==> cell families (layout without fill, tap and decap cells) <==
logic type	Yosys count	count (layout)
AND/OR/NAND/NOR	386	386
multiplexers	64	64
buffers and inverters	108	230
XOR/XNOR	79	79
AND-OR/OR-AND	237	237
adder cells (fa/ha/maj)	50	50
flip-flops	284	284
other	1	16
==> per-stage QoR <==
stage | hold WS [ns] | power (uW)
floorplan | 0.416 | 611
global placement | 0.447 | 611
detailed placement | 0.457 | 611
CTS | 0.473 | 1270
global route | 0.491 | 1290
finish | 0.465 | 1250
==> worst reg2reg max path: cells and delay by family (launching register included) <==
kind | cells | cell delay (ns)
AOI/OAI and AO/OA | 14 | 2.37
buffers and inverters | 4 | 0.22
adders and majority gates | 6 | 1.33
xor gates and xnor gates | 3 | 0.42
and+or+nand+nor | 8 | 1.47
muxes | 2 | 0.55
DFF | 1 | 0.35
==> metal layers <==
metal	up-vias	share of wire (%)	routed length (um)	track usage (%)
met5	-	0	0	1.04
met4	0	1.1	316	1.94
met3	20	6.3	1880	6.67
met2	262	47	14100	35.9
met1	4603	45	13400	36.4
li1	4710	-	-	-
==> worst min path at each step <==
stage	from	endpoint	slack, ns	cells after the start
after CTS	cpu0.clk_counter[0]$_SDFF_PN0_	cpu0.clk_counter[0]$_SDFF_PN0_	0.47	1
after global routing	cpu0.clk_counter[19]$_SDFF_PN0_	cpu0.cpu_clk$_DFF_P_	0.49	1
final	cpu0.clk_counter[19]$_SDFF_PN0_	cpu0.cpu_clk$_DFF_P_	0.46	1
==> power groups by stage <==
stage                 logic (uW)  registers [uW]  clock network [uW]
after CTS                   2.05             596                 672
after global routing        2.62             596                 696
final                       1.93             596                 653
==> layout make-up <==
cell class | count | area (sq um) | share of cell area (%)
flip-flops and latches | 284 | 7480 | 46.0
multi-input cells | 832 | 6520 | 40.1
repair buffers | 159 | 1270 | 7.83
well taps | 372 | 465 | 2.86
clock buffers | 9 | 225 | 1.38
inverters | 55 | 214 | 1.32
clock inverters | 7 | 87.6 | 0.538
==> what timing repair did <==
action | in CTS | in global routing
endpoints found under the setup margin | 4 | 4
gates resized | 14 | 33
setup buffers | 9 | 8
endpoints found under the hold margin | 0 | 0
hold buffers | 0 | 0
pin swaps | 20 | 15
gates cloned | 0 | 0
Power and IR drop assume default switching activity.
